==> flow/design.v <==
module alu
( input  [15:0] rdDataA,
  input  [15:0] rdDataB,
  input  [1:0]  opSelect,
  output [15:0] outData);
reg [15:0] aluResult;
assign outData = aluResult;
always @(*) begin
  case(opSelect)
    2'b00: aluResult <= rdDataA + rdDataB;  
    2'b01: aluResult <= rdDataA - rdDataB;  
    2'b10: aluResult <= !(rdDataA & rdDataB);  
    2'b11: aluResult <= rdDataB;  
  endcase
end
endmodule
==> flow/run.sh <==
#!/bin/bash
# OpenROAD 26Q1-2900-gdf79404cd8, Yosys 0.63+post, stock flow scripts
make -C /OpenROAD-flow-scripts/flow DESIGN_CONFIG=/design/flow/config.mk WORK_HOME=/design/flow/orfs finish
==> flow/config.mk <==
export PLATFORM = sky130hd
export DESIGN_NAME = alu
export DESIGN_NICKNAME = alu
export VERILOG_FILES = /design/flow/design.v
export SDC_FILE = /design/flow/constraint.sdc
export NUM_CORES = 4
export LEC_CHECK = 1
export CORE_AREA = 10 10 106 106
export DIE_AREA = 0 0 116 116
==> flow/constraint.sdc <==
current_design alu

set clk_period 11.9
set clk_io_pct 0.2

create_clock -name clk0 -period $clk_period

set non_clock_inputs [all_inputs -no_clocks]
set_input_delay [expr $clk_period * $clk_io_pct] -clock clk0 $non_clock_inputs
set_output_delay [expr $clk_period * $clk_io_pct] -clock clk0 [all_outputs]
==> impl_metrics.tcl <==
# place-and-route summary
set metrics [dict create \
    min_from "rdDataB[15]" \
    grt_pass1_vias 1573 \
    p_sw_mw 0.0545 \
    status "completed" \
    combPwrFrac_pct 100.0 \
    compound_area_share_pct 33.1 \
    fa_ha_area_share_pct 17.6 \
    simple_gate_area_share_pct 27.2 \
    arrival_ns 6.33 \
    topCombFamilyByArea "AND-OR/OR-AND gates" \
    ff_latch_area_sq_um 0 \
    cts_resized 0 \
    gp_congestion 0.901 \
    slew_viol_final 0 \
    gr-total-overflow 0 \
    cp.required_ns 9.52 \
    drt_iter0_markers 121 \
    rows 34 \
    vias_per_cell 4.51 \
    power_density_nw_per_um2 59.6 \
    grt_usage_pct 7.64 \
    synth_top_area_share_pct 16.1 \
    fin_crit_ns 8.71 \
    warnings 33 \
    num-clock-buffers 0 \
    tns_ns 0 \
    antenna_found_initial 0 \
    p_clk_share_pct 0 \
    slew_headroom_pct 49.3 \
    yosys_area_sq_um 1320 \
    cp_max_fo 19 \
    synthTopCellsByArea "ha_1 16%, xnor2_1 11%, a21oi_1 6.5%, xor2_1 6.0%, nand3_1 5.7%" \
    seq_area_frac_synth_pct 0 \
    ctsHoldBuffers 0 \
    max_cap_viol_count 0 \
    placed_area_sq_um 1940 \
    die_w_um 116 \
    diodes 0 \
    netSwitchingFraction_pct 47.1 \
    layout-drive-gt1-share_pct 3.40 \
    grt_start_max_net_pins 33 \
    rsz0062_at_grt "false" \
    ant_nets 0 \
    finalCritPeriodShare_pct 73.2 \
    postCtsSetupRepairBufs 0 \
    power.leakage_nw 0.717 \
    syn_area_sq_um 1320 \
    design_area_sq_um 1940 \
    hp-class "in -> out" \
    ir_drop_v 0.0000143 \
    core_region_area_sq_um 8850 \
    die-area_sq_um 13500 \
    dieHeight_um 116 \
    pwr-share-seq_pct 0 \
    area_growth_pct 47.2 \
    grt_pass1_wl_mm 8.37 \
    netlist_instances 190 \
    end_kind "primary output" \
    critical_path_class "in -> out" \
    drc 0 \
    final_hold_viol_count 0 \
    flop-count 0 \
    yosys_cells 190 \
    dp_hpwl_mm 4.50 \
    port_buffers 50 \
    yosysTopAreaCell "ha_1" \
    synthDistinctLibCells 44 \
    synthMuxAreaShare_pct 0.759 \
    worstMarginPinSlew_ns 0.759 \
    wire_per_inst_um 15.3 \
    drt-pass1-iter-count 4 \
    wirelength_mm 5.26 \
    num_vias 1547 \
    timing.fmax_mhz 115 \
    synth_warnings 1 \
    boundaryPins 50 \
    intPower_mw 0.0612 \
    synthXorXnorAreaFrac_pct 16.6 \
    critPathLaunchType "input port" \
    setup_viol 0 \
    initial_core_util_pct 14.9 \
    syn_avg_cell_area_sq_um 6.94 \
    crit_path_start "opSelect[0]" \
]
## final cells by class
class / count / area (sq um)
tap: 108 / 135
fill: 990 / 6910
timing repair buffer: 52 / 515
multi-input combinational: 174 / 1260
inverter: 9 / 33.8
## stage by stage
stage                     std cells  setup WS (ns)  utilization [%]  hold slack (ns)  power (mW)
after detailed placement        343           3.17             21.9             5.79       0.117
after CTS                       343           3.17             21.9             5.80       0.117
after global placement          343           3.24             21.9             5.79       0.118
after global routing            343           2.85             21.9             5.87       0.130
final                           343           3.19             21.9             5.78       0.116
after floorplan                 190           4.87                -             4.84      0.0645
## layer usage
metal	vias up	routed length (um)	global-route usage (%)
li1	811	-	-
met1	690	2580	11.0
met2	46	2320	12.1
met3	0	360	1.67
met4	0	0	0
met5	-	0	0
## cells in the final DEF, fill, tap and decap left out, drive strengths merged, types with 6 or more instances in the layout
master	instances
nor2	13
o31ai	6
xor2	9
clkdlybuf4s50	50
nand3	15
ha	17
inv	9
xnor2	16
nand2	12
o21ai	15
a21oi	17
## synth_stat cells (all sizes together), types with 2 or more instances
library cell,instances
a21oi,17
ha,17
xnor2,16
nand3,15
o21ai,15
nor2,13
nand2,12
inv,9
xor2,9
o31ai,6
clkbuf,5
a31oi,4
nor3,4
o21a,4
or4,4
a221oi,3
a22o,3
and3,3
nand2b,3
nand4,3
nor2b,3
a31o,2
buf,2
o21bai,2
o41ai,2
## final timing paths
path,depth (start not counted),endpoint,slack [ns]
max,12,outData[12],3.19
min,4,outData[15],5.78
## cell families after synthesis
| family | after synthesis |
|---|---|
| simple gates | 64 |
| compound gates | 66 |
| mux | 1 |
| fa+ha+maj | 18 |
| xor+xnor | 25 |
| buf+inv | 16 |
## worst max-delay path: stages
cell and delay, ns:
clkdlybuf4s50_1 0.46, buf_4 0.23, nor2b_1 0.60, mux2i_1 0.24, fa_1 0.48, a21oi_1 0.20
nor2_1 0.10, o311ai_1 0.52, a21oi_1 0.17, o21a_1 0.20, o31ai_1 0.21, clkdlybuf4s50_1 0.52
## power groups by stage
stage	combinational, mW	clock [mW]	sequential (mW)
6_report	0.116	0	0
4_1_cts	0.117	0	0
5_1_grt	0.130	0	0
Power and IR drop assume default switching activity.
