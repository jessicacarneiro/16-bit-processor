--- flow/design.v ---
module mux
( input  [2:0] regSelect,
  input  regRSelect,
  input  immSelect,
  input [15:0] imm,
  input [15:0] regR,
  input [15:0] reg0,
  input [15:0] reg1,
  input [15:0] reg2,
  input [15:0] reg3,
  input [15:0] reg4,
  input [15:0] reg5,
  input [15:0] reg6,
  input [15:0] reg7,
  output [15:0] outData);
reg [15:0] regOut;
assign outData = regOut;
always @(*) begin
  case(regSelect)
    3'b000: regOut <= reg0;
    3'b001: regOut <= reg1;
    3'b010: regOut <= reg2;
    3'b011: regOut <= reg3;
    3'b100: regOut <= reg4;
    3'b101: regOut <= reg5;
    3'b110: regOut <= reg6;
    3'b111: regOut <= reg7;
  endcase
  if(regRSelect == 1'b1)
    regOut <= regR;
  if(immSelect == 1'b1)
    regOut <= imm;
end
endmodule
--- flow/run.sh ---
#!/bin/bash
# OpenROAD 26Q1-2900-gdf79404cd8, Yosys 0.63+post, stock flow scripts
make -C /OpenROAD-flow-scripts/flow DESIGN_CONFIG=/design/flow/config.mk WORK_HOME=/design/flow/orfs finish
--- flow/config.mk ---
export PLATFORM = sky130hd
export DESIGN_NAME = mux
export DESIGN_NICKNAME = mux
export VERILOG_FILES = /design/flow/design.v
export SDC_FILE = /design/flow/constraint.sdc
export NUM_CORES = 4
export LEC_CHECK = 1
export CORE_AREA = 10 10 99 99
export DIE_AREA = 0 0 109 109
--- flow/constraint.sdc ---
current_design mux

set clk_period 2.9
set clk_io_pct 0.2

create_clock -name clk0 -period $clk_period

set non_clock_inputs [all_inputs -no_clocks]
set_input_delay [expr $clk_period * $clk_io_pct] -clock clk0 $non_clock_inputs
set_output_delay [expr $clk_period * $clk_io_pct] -clock clk0 [all_outputs]
==> flow_results.org <==
* Flow results

** Run status
- Run status :: finished, final reports clean

** Layout
- The finished layout reports a core utilization of 0.464.
- The most common logic cells in the final layout are sky130_fd_sc_hd__clkdlybuf4s50_1, sky130_fd_sc_hd__a221oi_1, sky130_fd_sc_hd__a21oi_1.
- Dominant logic cell type in the layout :: sky130_fd_sc_hd__clkdlybuf4s50_1
- The layout summary lists the proportion of cells stronger than drive strength 1 as 0.134.
- Final design area excluding fillers :: 3590 um2
- Leaving out buffers and inverters, the combinational logic in the layout accounts for ~1300 um2.
- Number of fill cells in the layout :: 736
- Sequential cells placed in the final layout were counted as 0.
- Area added between synthesis and finish :: 137%
- Per the layout area report, the register area comes to 0 um2.
- Clock buffer count :: 0

** Die
- Horizontal extent of the die :: 109 um
- The die is 109 um tall.
- In the floorplan report the effective utilization is 0.196.
- For reference, the placement row count at floorplan is 32.
- Total die size :: 11900 um2
- Core box area :: 7730 um2
- Number of placed I/O pins :: 181

** Timing
- Upper clock frequency limit :: ~360 MHz
- RSZ-0062 raised after global routing :: no
- Max-slew check failures listed in the final report amount to 0.
- Final period utilization :: 0.968
- Worst slew slack as a fraction of its limit :: 0.750
- Final critical delay including setup and external delays :: between 2000 and 3000 ps
- Setup-failing EPs final :: 0
- Transition at the pin with the smallest max-transition slack :: 374 ps
- For reference, the final report shows the hold violation count at 0.

** Pwr
- In this run the VDD rail shows a maximum IR drop of 0.0000589 V.
- Power density over cell area :: around 140 nW/um2
- The leakage power in the latest report is 1.42 nW.

** Synthesis
- Post-Syn Area :: 1510 um2
- Top cell type by total area after synthesis :: sky130_fd_sc_hd__a221oi_1
- Area leader share :: 0.214
- After synthesis, the mean cell area works out to a little over 7 um2.
- Part of the Yosys area used for sequential elements :: 0
- Chip area line of the yosys report :: between 1500 and 2000 um2
- Counting the warning lines in the Yosys log gives 1.
- After synthesis, the design contains 211 cells according to Yosys.
- Counting every instance in the synthesized netlist gives 211.
- By area the synthesized netlist is led by sky130_fd_sc_hd__a221oi_1, sky130_fd_sc_hd__mux2_2, sky130_fd_sc_hd__a21oi_1.
- The gate-level netlist out of Yosys references 30 unique cell types.

** Routing
- Vias/cell :: 4.83
- Per the detail_route report, inserted antenna diodes total 0.
- In this run the remaining antenna-violating nets after routing total 0.
- Dividing the detail-routed wire length by the instance count gives between 15 and 20 um.
- Aggregate routed wire length :: 9250 um
- According to the report, the first pass of detailed routing completed in 4 iterations.
- The final route contains 2360 vias.
- The routed layout reports a DRC error count of 0.
- Drt initial violations :: 83

** Critical path
- Data on the critical path arrives at its endpoint at between 2000 and 2500 ps.
- The worst setup path is captured at an output port.
- STA lists the maximum fanout along the critical path as 24.
- The worst setup path is of the in2out kind.
- The timing report gives the biggest stage delay along the critical path as 450 ps.
- Required @ worst endpoint :: 2320 ps
- Per STA, the library cell used most along the worst path is sky130_fd_sc_hd__buf_12.
- Sort of element at the start of the critical path :: input pin
- Cells traversed along the worst timing path :: clkbuf_4 > buf_12 > nor2b_2 > buf_12 > a221oi_1 > a21o_1 > a21oi_1 > clkdlybuf4s50_1
- Critical path's slowest cell :: sky130_fd_sc_hd__clkdlybuf4s50_1

** Global routing
- Pin count of the biggest net entering global routing :: 25
- Initial antenna violation count :: 0
- Vias in the first global route :: between 2000 and 2500
- Wire length of the first global-routing pass :: ~13000 um
- Tot GR Track Use :: 0.140
- Summed over all layers, the global routing overflow is 0.

** Placed design
- Port bufs :: 181
- Post-DP HPWL :: 7680 um
- Post-DP Area :: 3490 um2
- Global placer's final weighted congestion :: 0.849

** Clock network
- Number of buffers added to fix hold violations after cts :: 0
- Post-CTS setup buffer count :: 0

** Job
- Stage-log warning count :: 32
- Number of violations of the max-capacitance limit :: 0

** Hold path
- Kind of path behind the tightest hold check :: in2out
==> worst max-delay path: cells and delay by family <==
family	cells	cell delay, ps
AOI/OAI and AO/OA	3	570
buffers and inverters	4	900
and+or+nand+nor	1	160
==> layer usage <==
layer,global-route usage,up-vias,share of wire
li1,-,1198,-
met1,0.189,1065,0.43
met2,0.231,97,0.49
met3,0.0400,0,0.087
met4,0,0,0
met5,0,-,0
==> worst paths after layout <==
path	startpoint	end	slack [ps]	cells after the start
setup / recovery	regSelect[1]	outData[12]	90	8
hold / removal	regSelect[2]	outData[13]	2070	5
==> synthesized netlist by cell type <==
cell / count
sky130_fd_sc_hd__a221oi_1: 37
sky130_fd_sc_hd__a21oi_1: 28
sky130_fd_sc_hd__mux2_2: 17
sky130_fd_sc_hd__buf_2: 15
sky130_fd_sc_hd__nor2_1: 15
sky130_fd_sc_hd__a22oi_1: 14
sky130_fd_sc_hd__a21o_1: 13
sky130_fd_sc_hd__inv_1: 13
sky130_fd_sc_hd__mux2i_1: 9
sky130_fd_sc_hd__clkbuf_1: 7
sky130_fd_sc_hd__mux2_1: 7
sky130_fd_sc_hd__nand2_1: 5
sky130_fd_sc_hd__a211oi_1: 4
sky130_fd_sc_hd__buf_6: 3
sky130_fd_sc_hd__nor3b_1: 3
sky130_fd_sc_hd__buf_4: 2
sky130_fd_sc_hd__nor2b_1: 2
sky130_fd_sc_hd__nor3b_2: 2
sky130_fd_sc_hd__o21ai_0: 2
sky130_fd_sc_hd__o221ai_1: 2
sky130_fd_sc_hd__o22ai_1: 2
sky130_fd_sc_hd__a2111oi_1: 1
sky130_fd_sc_hd__buf_1: 1
sky130_fd_sc_hd__mux4_2: 1
sky130_fd_sc_hd__nand2b_1: 1
sky130_fd_sc_hd__nand2b_2: 1
sky130_fd_sc_hd__nand3_1: 1
sky130_fd_sc_hd__nor3_2: 1
sky130_fd_sc_hd__nor4bb_1: 1
sky130_fd_sc_hd__or3_1: 1
==> logic make-up after synthesis <==
kind of cell	after synthesis	synth area share
AOI/OAI and AO/OA	103	0.493
and+or+nand+nor	33	0.120
muxes	34	0.253
buffers and inverters	41	0.134
==> report_power, final <==
part / internal (mW) / switching, mW
Clock: 0 / 0
Combinational: 0.354 / 0.163
Sequential: 0 / 0
==> area by class of cell <==
cell class / instances / area share
well taps: 102 / 0.0356
repair buffers: 203 / 0.576
multi-input cells: 171 / 0.375
inverters: 13 / 0.0136
==> through the flow <==
step           power, mW  hold slack (ps)  TNS, ps  setup slack, ps  cells
4_1_cts            0.515             2100        0             41.6    488
3_5_place_dp       0.503             2090    -2280             -202    486
2_1_floorplan      0.179             1220        0              821    211
6_report           0.517             2070        0             94.1    489
3_3_place_gp       0.502             2110    -1930             -173    486
5_1_grt            0.558             2120        0             8.29    489
==> what timing repair did <==
item / CTS / global route
pin swaps: 0 / 2
setup endpoints to repair: 16 / 13
resized: 4 / 10
gates cloned: 2 / 1
Power figures rest on the tool's default switching activity, not on a simulated workload.
